<file path="flow/constraint.sdc">
current_design top

set clk_period 3.2
set clk_io_pct 0.2

create_clock -name clk0 -period $clk_period [get_ports {clk}]

set non_clock_inputs [all_inputs -no_clocks]
set_input_delay [expr $clk_period * $clk_io_pct] -clock clk0 $non_clock_inputs
set_output_delay [expr $clk_period * $clk_io_pct] -clock clk0 [all_outputs]
</file>
<file path="flow/run.sh">
#!/bin/bash
# OpenROAD 26Q1-2900-gdf79404cd8, Yosys 0.63+post, stock flow scripts
make -C /OpenROAD-flow-scripts/flow DESIGN_CONFIG=/design/flow/config.mk WORK_HOME=/design/flow/orfs finish
</file>
<file path="flow/design.v">
module dff(
    input reset,
    input clock,
    input D,
    output reg Q,
    output NotQ
);
    always @(posedge reset, posedge clock) begin
        if (reset) begin
            Q <= 0;
        end else if (clock) begin
            Q <= D;
        end
    end
     assign NotQ = ~Q;
endmodule
module clock_div
#(
    parameter DIVIDE_BY = 17  
)
(
    input clock,
    input reset,
    output reg div_clock
);
    wire [DIVIDE_BY:0] qOut;
    wire [DIVIDE_BY:1] qin;
   assign qOut[0] = clock;
    genvar i;
    generate
        for (i = 1; i <= DIVIDE_BY; i = i + 1) begin
            dff dff_inst(
                .reset(reset),
                .clock(qOut[i-1]),
                .D(qin[i]),
                .Q(qOut[i]),
                .NotQ(qin[i])
            );
        end
    endgenerate
always @(*) begin
    div_clock = qOut[DIVIDE_BY];
end
endmodule
module math_block(
    input [3:0] A,
    input [3:0] B,
    output reg [3:0] AplusB,
    output reg [3:0] AminusB
);
    always @(A, B) begin
        AplusB = A + B;      
        AminusB = A - B;     
    end
endmodule
module seven_seg_decoder(
    input [3:0] A,
    input [3:0] B,
    input [3:0] AplusB,
    input [3:0] AminusB,
    input [3:0] anode,
    output reg [6:0] segs
);
    reg [3:0] selected_sig;
    always @(*) begin
      case (anode)
         4'b1110: selected_sig <= A;
         4'b1101: selected_sig <= B;
         4'b1011: selected_sig <= AplusB;
         4'b0111: selected_sig <= AminusB;
      endcase
    end
    always @(*) begin
        case(selected_sig)
            4'b0000: segs = 7'b1000000;   
            4'b0001: segs = 7'b1111001;   
            4'b0010: segs = 7'b0100100;   
            4'b0011: segs = 7'b0110000;   
            4'b0100: segs = 7'b0011001;   
            4'b0101: segs = 7'b0010010;   
            4'b0110: segs = 7'b0000010;   
            4'b0111: segs = 7'b1111000;   
            4'b1000: segs = 7'b0000000;   
            4'b1001: segs = 7'b0010000;   
            4'b1010: segs = 7'b0001000;   
            4'b1011: segs = 7'b0000011;   
            4'b1100: segs = 7'b1000110;   
            4'b1101: segs = 7'b0100001;   
            4'b1110: segs = 7'b0000110;   
            4'b1111: segs = 7'b0001110;   
        endcase
       end
  endmodule
module seven_seg_scanner(
    input div_clock,
    input reset,
    output [3:0] anode
);
    reg [1:0] count;   
    always @(posedge div_clock or posedge reset) begin
        if (reset) begin
            count <= 2'b00;   
         end
        else begin
            count <= count + 1'b1;   
            end
        end
   assign anode = ~(1<<count);
endmodule
module top
#(
    parameter BIT_COUNT = 17  
)
(
    input [7:0] sw,  
    input clk,  
    input btnC, 
    output [3:0] an,  
    output [6:0] seg  
);
    wire div_clock;
    clock_div #(.DIVIDE_BY(BIT_COUNT)) clk_div_inst (
        .clock(clk),
        .reset(btnC),
        .div_clock(div_clock)
    );
    wire [3:0] AplusB;
    wire [3:0] AminusB;
    math_block math_inst (
        .A(sw[3:0]),
        .B(sw[7:4]),
        .AplusB(AplusB),
        .AminusB(AminusB)
    );
    seven_seg_scanner scanner_inst (
        .div_clock(div_clock),
        .reset(btnC),
        .anode(an)
    );
    seven_seg_decoder decoder_inst (
       .A(sw[3:0]),
        .B(sw[7:4]),
        .AplusB(AplusB),
        .AminusB(AminusB),
        .anode(an),
        .segs(seg)
    );
endmodule
</file>
<file path="flow/config.mk">
export PLATFORM = sky130hd
export DESIGN_NAME = top
export DESIGN_NICKNAME = top
export VERILOG_FILES = /design/flow/design.v
export SDC_FILE = /design/flow/constraint.sdc
export NUM_CORES = 4
export LEC_CHECK = 1
export CORE_AREA = 10 10 113 113
export DIE_AREA = 0 0 123 123
</file>
==> run notes <==
yosys + openroad results -> result of the run=finished with violations, violated checks=negative setup slack, commonest non-fill, non-tap cell in the layout=sky130_fd_sc_hd__inv_1, routed wire length=2503 um, critical path launch point type=primary input, clock period minus worst slack=4.013 ns, Worst Hold Endpoint=clk_div_inst.genblk1[1].dff_inst.Q, largest driver fanout on the critical path=4, final worst slack=-0.8126 ns, Std-Cell Core Area=0.01032 mm2, Max Cap Viol=0, synthesized area per cell=10.29 um2, slack of the worst reg-to-reg path=2.72 ns, YS chip area=0.001255 mm2, Hold/Removal Path Class=reg2reg, chip area=0.01513 mm2, pin count of the biggest net entering global routing=20, total of fill cells in the finished design=1116, drt first pass iters=2, die span in x=123 um, worst slew pin tran=0.6577 ns, antenna cell count=0, setup TNS=-4.869 ns, Skew-Pair Late Insertion Delay=0 ns, Worst VDD drop=0.06092 mV, Placer Congestion=0.8012, Max Clock Freq=0.2492 GHz, Reg2Reg Depth=1, relative max-transition margin=56.10%, global-route wire length before repair=4174 um, overall via count from detail_route=866, overall global routing resource usage=3.280%, area growth from synthesis to layout=49.55%, synth warn=5, starting DRC count in detailed routing=10, total power per unit cell area=92.54 mW/mm2, cell area after synthesis=0.001255 mm2, type of destination of the critical path=output port, count of pins over their slew limit=0, Worst Path Class, Setup=in2out, share of post-route cells with drive strength above 1=33.33%, yosys cell count=122, pre-CTS setup slack=-1.805 ns, Top cells excl fill/tap=sky130_fd_sc_hd__inv_1, sky130_fd_sc_hd__dfrtp_1, sky130_fd_sc_hd__ha_1, sky130_fd_sc_hd__buf_4, sky130_fd_sc_hd__clkdlybuf4s50_1, final period utilization=125.4%, Synth Register Bits=23, worst hold path cell count=1, tally of buffers added on design ports=20, placed standard-cell area=0.001738 mm2, total number of warnings across the stage logs=42, Layout Skew=0 ns, hold violation total from the final report=0, Post-DP HPWL=2063 um, height of the die=123 um, register clock-pin slew on the reported worst setup and hold paths=0 ns, unrepaired setup endpoints after global routing=yes, Initial Util=12.16%, global route overflow=0, placement row count=37, library cells used by synthesis=31, antenna violations before repair=0, reg-to-reg startpoint=clk_div_inst.genblk1[1].dff_inst.Q, Finished Core Util=18.18%, total DRC errors in the routed layout=0, standby leakage power=0.8650 nW, final number of setup-violating endpoints=7, number of unconstrained endpoints=26, average wire length per cell after detail routing=8.399 um, via count normalized by instance count=2.906, endpoint of the lowest-slack register-to-register path=clk_div_inst.genblk1[1].dff_inst.Q, num ports=21, arrival time of the worst setup path=3.37 ns, number of register pins that no clock reaches=22, number of global-route vias before repair=900, required arrival time at the worst endpoint=2.56 ns, Hold Startpoint=clk_div_inst.genblk1[1].dff_inst.Q, DRT antenna net count=0, Post-Synthesis Cells=122, Final Cell Area=0.001877 mm2
==> power by group <==
group | total (mW) | leakage [nW] | switching [mW] | internal, mW
Combinational | 0.150 | 0.562 | 0.0623 | 0.0880
Sequential | 0.0234 | 0.303 | 0.00364 | 0.0197
Clock | 0 | 0 | 0 | 0
==> area by class of cell <==
class	count	area, um2	share of cell area, %
multi-input combinational	67	680.7	36.27
sequential	23	540.5	28.80
timing repair buffer	39	346.6	18.47
tap	136	170.2	9.067
inverter	33	138.9	7.400
==> kinds of logic (layout without fill, tap and decap cells) <==
logic type | Yosys count | after routing | share of synthesized area, %
buffers and inverters | 35 | 72 | 10.57
flip-flops | 19 | 19 | 37.89
adder cells (fa/ha/maj) | 18 | 18 | 18.54
AND-OR/OR-AND | 18 | 18 | 12.36
AND/OR/NAND/NOR | 17 | 17 | 6.680
multiplexers | 7 | 7 | 6.780
latches | 4 | 4 | 4.786
XOR/XNOR | 3 | 3 | 2.094
other | 1 | 4 | 0.2988
==> through the flow <==
step	total power [mW]	cells	hold WS (ns)
2_1_floorplan	0.09171	125	0.3897
3_5_place_dp	0.1506	287	0.4064
5_1_grt	0.1898	298	0.4387
6_report	0.1737	298	0.4080
3_3_place_gp	0.1495	287	0.4004
4_1_cts	0.1669	295	0.4075
==> Yosys cell counts <==
cell,n,area (um2)
sky130_fd_sc_hd__a2111oi_4,1,27.53
sky130_fd_sc_hd__a21oi_1,4,20.02
sky130_fd_sc_hd__a22o_1,2,17.52
sky130_fd_sc_hd__a32o_1,1,10.01
sky130_fd_sc_hd__buf_2,1,5.000
sky130_fd_sc_hd__clkbuf_1,1,3.750
sky130_fd_sc_hd__conb_1,1,3.750
sky130_fd_sc_hd__dfrtp_1,19,475.5
sky130_fd_sc_hd__dlxtn_1,4,60.06
sky130_fd_sc_hd__fa_1,1,20.02
sky130_fd_sc_hd__ha_1,17,212.7
sky130_fd_sc_hd__inv_1,33,123.9
sky130_fd_sc_hd__mux2_1,1,11.26
sky130_fd_sc_hd__mux2_2,1,11.26
sky130_fd_sc_hd__mux2i_1,4,40.04
sky130_fd_sc_hd__mux4_2,1,22.52
sky130_fd_sc_hd__nand2_1,4,15.01
sky130_fd_sc_hd__nor2_1,7,26.28
sky130_fd_sc_hd__nor2b_1,2,12.51
sky130_fd_sc_hd__nor3_1,2,10.01
sky130_fd_sc_hd__o2111a_1,1,11.26
sky130_fd_sc_hd__o211ai_1,1,7.510
sky130_fd_sc_hd__o21a_1,2,15.01
sky130_fd_sc_hd__o21ai_0,1,5.000
sky130_fd_sc_hd__o21ai_1,2,10.01
sky130_fd_sc_hd__o221a_2,2,22.52
sky130_fd_sc_hd__o2bb2ai_1,1,8.760
sky130_fd_sc_hd__or3_4,1,11.26
sky130_fd_sc_hd__or3b_1,1,8.760
sky130_fd_sc_hd__xnor2_1,1,8.760
sky130_fd_sc_hd__xor2_1,2,17.52
==> state kept, by name, indices dropped and copies added (netlist names) <==
name                             flops
clk_div_inst.genblk1.dff_inst.Q     17
decoder_inst.selected_sig            4
scanner_inst.count                   2
==> worst max-delay path by stage <==
stage	from	end	slack (ns)	cells past startpoint
6_report	sw[5]	seg[3]	-0.81	13
4_1_cts	sw[5]	seg[3]	-0.85	14
5_1_grt	sw[5]	seg[3]	-0.90	14
==> per-layer routing <==
metal / global-route usage [%] / wire (um)
met5: 0 / 0
met4: 0 / 0
met3: 0.5550 / 155
met2: 5.991 / 1190
met1: 4.220 / 1157
==> worst max-delay path, stage by stage <==
cell and delay [ns]:
sky130_fd_sc_hd__buf_12 0.11, sky130_fd_sc_hd__inv_12 0.04, sky130_fd_sc_hd__ha_4 0.18, sky130_fd_sc_hd__mux2_4 0.28, sky130_fd_sc_hd__fa_1 0.45, sky130_fd_sc_hd__o221a_2 0.25
sky130_fd_sc_hd__a21oi_2 0.11, sky130_fd_sc_hd__dlxtn_2 0.37, sky130_fd_sc_hd__inv_2 0.06, sky130_fd_sc_hd__ha_4 0.25, sky130_fd_sc_hd__inv_1 0.04, sky130_fd_sc_hd__mux4_2 0.45
sky130_fd_sc_hd__buf_2 0.13
==> repair_timing <==
item                                    CTS  global route
endpoints found under the setup margin    7             7
pin swaps                                13             5
buffers inserted                          8             3
resized                                  56             3
hold endpoints to repair                  0             0
hold buffers                              0             0
Power and IR drop assume default switching activity.
